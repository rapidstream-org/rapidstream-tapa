$ cat ./config.mk
export PLATFORM = sky130hd
export DESIGN_NAME = fifo
export DESIGN_NICKNAME = fifo
export VERILOG_FILES = /design/flow/design.v
export SDC_FILE = /design/flow/constraint.sdc
export NUM_CORES = 4
export LEC_CHECK = 1
export CORE_UTILIZATION = 50
$ cat ./run.sh
#!/bin/bash
# OpenROAD 26Q1-2900-gdf79404cd8, Yosys 0.63+post, stock flow scripts
make -C /OpenROAD-flow-scripts/flow DESIGN_CONFIG=/design/flow/config.mk WORK_HOME=/design/flow/orfs finish
$ cat ./design.v
`default_nettype none
module fifo #(
  parameter DATA_WIDTH = 32,
  parameter ADDR_WIDTH = 5,
  parameter DEPTH      = 32
) (
  input wire clk,
  input wire reset,
  output wire                  if_full_n,
  input  wire                  if_write_ce,
  input  wire                  if_write,
  input  wire [DATA_WIDTH-1:0] if_din,
  output wire                  if_empty_n,
  input  wire                  if_read_ce,
  input  wire                  if_read,
  output wire [DATA_WIDTH-1:0] if_dout
);
generate
  if (DEPTH == 1) begin : d1
    fifo_fwd #(
      .DATA_WIDTH(DATA_WIDTH)
    ) unit (
      .clk  (clk),
      .reset(reset),
      .if_full_n  (if_full_n),
      .if_write_ce(if_write_ce),
      .if_write   (if_write),
      .if_din     (if_din),
      .if_empty_n(if_empty_n),
      .if_read_ce(if_read_ce),
      .if_read   (if_read),
      .if_dout   (if_dout)
    );
  end else if (DATA_WIDTH >= 36 && DEPTH >= 4096) begin : uram
    fifo_bram #(
      .MEM_STYLE ("ultra"),
      .DATA_WIDTH(DATA_WIDTH),
      .ADDR_WIDTH(ADDR_WIDTH),
      .DEPTH     (DEPTH)
    ) unit (
      .clk  (clk),
      .reset(reset),
      .if_full_n  (if_full_n),
      .if_write_ce(if_write_ce),
      .if_write   (if_write),
      .if_din     (if_din),
      .if_empty_n(if_empty_n),
      .if_read_ce(if_read_ce),
      .if_read   (if_read),
      .if_dout   (if_dout)
    );
  end else if (DEPTH >=128) begin : bram
    fifo_bram #(
      .MEM_STYLE ("block"),
      .DATA_WIDTH(DATA_WIDTH),
      .ADDR_WIDTH(ADDR_WIDTH),
      .DEPTH     (DEPTH)
    ) unit (
      .clk  (clk),
      .reset(reset),
      .if_full_n  (if_full_n),
      .if_write_ce(if_write_ce),
      .if_write   (if_write),
      .if_din     (if_din),
      .if_empty_n(if_empty_n),
      .if_read_ce(if_read_ce),
      .if_read   (if_read),
      .if_dout   (if_dout)
    );
  end else begin : srl
    fifo_srl #(
      .DATA_WIDTH(DATA_WIDTH),
      .ADDR_WIDTH(ADDR_WIDTH),
      .DEPTH     (DEPTH)
    ) unit (
      .clk  (clk),
      .reset(reset),
      .if_full_n  (if_full_n),
      .if_write_ce(if_write_ce),
      .if_write   (if_write),
      .if_din     (if_din),
      .if_empty_n(if_empty_n),
      .if_read_ce(if_read_ce),
      .if_read   (if_read),
      .if_dout   (if_dout)
    );
  end
endgenerate
endmodule   
`default_nettype wire
`default_nettype none
module fifo_srl #(
  parameter MEM_STYLE  = "shiftreg",
  parameter DATA_WIDTH = 32,
  parameter ADDR_WIDTH = 5,
  parameter DEPTH      = 32
) (
  input wire clk,
  input wire reset,
  output wire                  if_full_n,
  input  wire                  if_write_ce,
  input  wire                  if_write,
  input  wire [DATA_WIDTH-1:0] if_din,
  output wire                  if_empty_n,
  input  wire                  if_read_ce,
  input  wire                  if_read,
  output wire [DATA_WIDTH-1:0] if_dout
);
  parameter REAL_DEPTH = DEPTH < 4 ? 4 : DEPTH;
  parameter REAL_ADDR_WIDTH = $clog2(REAL_DEPTH)+1;
  wire [REAL_ADDR_WIDTH - 1:0] shift_reg_addr;
  wire [DATA_WIDTH - 1:0] shift_reg_data;
  wire [DATA_WIDTH - 1:0] shift_reg_q;
  wire                    shift_reg_ce;
  reg  [REAL_ADDR_WIDTH:0]     out_ptr;
  reg                     internal_empty_n;
  reg                     internal_full_n;
  (* shreg_extract = "yes" *) reg [DATA_WIDTH-1:0] mem [0:REAL_DEPTH-1];
  assign if_empty_n = internal_empty_n;
  assign if_full_n = internal_full_n;
  assign shift_reg_data = if_din;
  assign if_dout = shift_reg_q;
  assign shift_reg_addr = out_ptr[REAL_ADDR_WIDTH] == 1'b0 ? out_ptr[REAL_ADDR_WIDTH-1:0] : {REAL_ADDR_WIDTH{1'b0}};
  assign shift_reg_ce = (if_write & if_write_ce) & internal_full_n;
  assign shift_reg_q = mem[shift_reg_addr];
  always @(posedge clk) begin
    if (reset) begin
      out_ptr <= ~{REAL_ADDR_WIDTH+1{1'b0}};
      internal_empty_n <= 1'b0;
      internal_full_n <= 1'b1;
    end else begin
      if (((if_read && if_read_ce) && internal_empty_n) &&
          (!(if_write && if_write_ce) || !internal_full_n)) begin
        out_ptr <= out_ptr - 1'b1;
        if (out_ptr == {(REAL_ADDR_WIDTH+1){1'b0}})
          internal_empty_n <= 1'b0;
        internal_full_n <= 1'b1;
      end
      else if (((if_read & if_read_ce) == 0 | internal_empty_n == 0) &&
        ((if_write & if_write_ce) == 1 & internal_full_n == 1))
      begin
        out_ptr <= out_ptr + 1'b1;
        internal_empty_n <= 1'b1;
        if (out_ptr == REAL_DEPTH - {{(REAL_ADDR_WIDTH-1){1'b0}}, 2'd2})
          internal_full_n <= 1'b0;
      end
    end
  end
  integer i;
  always @(posedge clk) begin
    if (shift_reg_ce) begin
      for (i = 0; i < REAL_DEPTH - 1; i = i + 1)
        mem[i + 1] <= mem[i];
      mem[0] <= shift_reg_data;
    end
  end
endmodule   
`default_nettype wire
$ cat ./constraint.sdc
current_design fifo

set clk_period 66.1
set clk_io_pct 0.2

create_clock -name clk0 -period $clk_period [get_ports {clk}]

set non_clock_inputs [all_inputs -no_clocks]
set_input_delay [expr $clk_period * $clk_io_pct] -clock clk0 $non_clock_inputs
set_output_delay [expr $clk_period * $clk_io_pct] -clock clk0 [all_outputs]
==> flow_summary.yaml <==
# flow metrics
clock_network:
  clk_pin_slew_worst_paths_ps: 60
  root_buffer: "sky130_fd_sc_hd__clkbuf_16"
  postCtsSetupRepairBufs: 0
  cts_tree: "done"
  holdBufCountCts: 0
  htree_levels: 3
  numClockSinks: 1033
  clock_latency_ps: 670
  cts_max_path_buffers: 3
  cts.repair.resized: 0
  cts_made_buffers: 103
floorplanning:
  core-area_mm2: 0.0765
  boundaryPins: 72
  initial_utilization_pct: 50.8
  chip_area_mm2: 0.0788
  floorplan.rows: 101
  die_width_um: 281
  chipHeight_um: 281
logic_synthesis:
  yosys_register_bits: 1033
  synth_sequential_area_ratio_pct: 79.6
  netlist_area_mm2: 0.0388
  synth_largest_type_area_fraction_pct: 79.2
  synth_cells: 2373
  yosys-top-cells-area: "sky130_fd_sc_hd__edfxtp_1 79%, sky130_fd_sc_hd__nand3_1 6.7%, sky130_fd_sc_hd__a22oi_1 3.7%"
  area_leader_netlist: "sky130_fd_sc_hd__edfxtp_1"
  synth-warning-count: 2
  yosys_area_mm2: 0.0388
  synth.avg_cell_area_um2: 16.4
  synth_stat.cells: 2373
  synth_cell_type_count: 47
final_timing:
  tightest_slew_ps: 997
  finalWorstSetupSlack_ps: 47760
  final.setup.tns_ps: 0
  finalSetupViolCount: 0
  finalCritPeriodShare_pct: 27.7
  finalHoldViolations: 0
  fin_clk_skew_ps: 36.2
  max_freq_mhz: 54.5
  fin_crit_ps: 18340
  maxSlewViolCount: 0
  worst_slew_margin_relative_to_its_limit_pct: 33.5
  grt_setup_unrepaired: "no"
power:
  internal-power_uw: 1090
  switchingPower_uw: 306
  vdd_drop_max_uv: 23.1
  swShare_pct: 21.9
  cellLeakagePower_uw: 0.0143
  total_power_uw: 1390
  clkPwrFrac_pct: 40.5
  share_seq_of_total_power_pct: 54.9
  power_density_mw_per_mm2: 31.7
  power.combinational.fraction_pct: 4.6
global_routing:
  global_route.overflow_total: 0
  first_global_vias: 24900
  grt_pass1_wl_um: 157000
  grt_start_max_net_pins: 145
  grt.total_usage_pct: 30.6
  antenna_violations_before_repair: 0
run_status:
  status: "complete, no violations"
layout:
  fillerInstances: 5617
  areaGrowthSynthToFinish_pct: 13.3
  layout-drive-gt1-share_pct: 9.59
  lay_top_count: "sky130_fd_sc_hd__edfxtp_1"
  lay_top_cells: "1,024 x sky130_fd_sc_hd__edfxtp_1, 518 x sky130_fd_sc_hd__nand3_1, 194 x sky130_fd_sc_hd__a22oi_1"
run:
  max-cap-violations: 0
  warning_count: 39
critical_path:
  critical_path_arrival_ps: 5120
  rr_worst_depth: 6
  critical_path_required_ps: 52880
  endpoint_kind: "output port"
  crit_type: "register to output port"
  regToRegEndpoint: "genblk1.genblk1.srl.unit.mem[25][18]"
  worst_r2r_startpoint: "genblk1.genblk1.srl.unit.internal_full_n"
  worst_setup_path_startpoint: "genblk1.genblk1.srl.unit.out_ptr[3]"
  regToRegSetupSlack_ps: 61530
  critical_path_peak_fanout: 54
  critical_path.startpoint_type: "register"
place:
  dp_hpwl_um: 58900
  placement_setup_slack_ps: 48220
  gp_congestion: 0.905
  place.port_buffers: 71
drt:
  detailroute.via_count: 23500
  wire_per_inst_um: 29.8
  drtPass1Iterations: 5
  wl_um: 106000
  drt_iter0_drc: 1861
  vias_per_cell: 6.60
  remaining_drc_errors: 0
  ant_nets: 0
min_path:
  holdPathStages: 0
  min_delay_worst_endpoint: "genblk1.genblk1.srl.unit.mem[18][1]"
  hp-class: "register to register"
  min-delay-start: "genblk1.genblk1.srl.unit.mem[17][1]"
cells by family after synthesis:
| group | Yosys count | synth area share [%] |
|---|---|---|
| adders and majority gates | 8 | 0.277 |
| xor gates and xnor gates | 4 | 0.0902 |
| buffers and inverters | 192 | 2.20 |
| muxes | 1 | 0.0258 |
| AOI/OAI and AO/OA | 291 | 5.66 |
| and+or+nand+nor | 844 | 12.1 |
| DFF | 1033 | 79.6 |
critical path, cell delays in order, from the launching register on:
cell and delay, ps:
sky130_fd_sc_hd__dfxtp_1 530, sky130_fd_sc_hd__nor2b_4 740, sky130_fd_sc_hd__buf_4 510, sky130_fd_sc_hd__buf_4 650
sky130_fd_sc_hd__and2_1 460, sky130_fd_sc_hd__buf_4 420, sky130_fd_sc_hd__a22oi_1 150, sky130_fd_sc_hd__nand4_1 110
sky130_fd_sc_hd__o32a_1 290, sky130_fd_sc_hd__clkdlybuf4s50_1 530
cell type report:
class                           count  area (um2)  area share (%)
Multi-Input combinational cell   1148        7160            16.3
Clock inverter                     58         462            1.05
Inverter                            4        22.5          0.0512
Clock buffer                      130        2770            6.30
Tap cell                         1030        1290            2.93
Sequential cell                  1033       30900            70.3
Timing Repair Buffer              150        1370            3.10
Antenna cell                        2        5.00          0.0114
Yosys cell counts, drive strengths merged:
cell type,number
nor4,4
inv,4
buf,84
nand4,174
xnor2,1
a311oi,1
ha,7
nor2b,4
a222oi,2
nor2,7
edfxtp,1024
nor3,1
and4b,4
o32a,29
nor4bb,3
o31ai,1
a31oi,2
o21ai,2
nand2b,3
or3,1
and4,4
a211o,3
a21o,4
clkbuf,104
nor4b,3
a2111oi,17
dfxtp,9
and2,32
and3,49
nand3b,1
nand2,4
mux2i,1
a221oi,1
or4,31
o21bai,1
nand3,518
nor3b,1
a21oi,34
fa,1
a22oi,194
xor2,3
power by group through the flow:
stage	registers [uW]	logic, uW	clock network, uW
after CTS	765	64.0	572
after global routing	768	68.6	596
final	765	64.7	564
worst max-delay path by stage:
stage	slack (ps)	end
CTS	47840	if_dout[11]
finish	47760	if_dout[28]
global route	47580	if_dout[28]
metal layers:
metal	global-route usage (%)	vias up	part of all wire [%]
li1	-	9856	-
met1	41.3	11400	33
met2	41.3	1981	45
met3	24.3	226	19
met4	7.30	4	3.0
met5	2.06	-	0.20
flip-flops by register name, summed over array words and instances, names as in the netlist:
name	cells
genblk1.genblk1.srl.unit.internal_full_n	1
genblk1.genblk1.srl.unit.out_ptr	7
genblk1.genblk1.srl.unit.mem	1024
genblk1.genblk1.srl.unit.internal_empty_n	1
metrics by stage:
step | util [%] | cells | cell area, um2 | hold slack, ps
CTS | 57.6 | 3553 | 44000 | 435
finish | 57.6 | 3555 | 44000 | 424
global placement | 53.3 | 3365 | 40800 | 425
global route | 57.6 | 3553 | 44000 | 443
detailed placement | 53.3 | 3365 | 40800 | 424
floorplan | - | 2373 | 38800 | 417
Power and IR drop assume default switching activity.
